===== flow/config.mk =====
export PLATFORM = sky130hd
export DESIGN_NAME = and_or_mux
export DESIGN_NICKNAME = and_or_mux
export VERILOG_FILES = /design/flow/design.v
export SDC_FILE = /design/flow/constraint.sdc
export NUM_CORES = 4
export LEC_CHECK = 1
export CORE_AREA = 10 10 70 70
export DIE_AREA = 0 0 80 80

===== flow/constraint.sdc =====
current_design and_or_mux

set clk_period 1.2
set clk_io_pct 0.2

create_clock -name clk0 -period $clk_period

set non_clock_inputs [all_inputs -no_clocks]
set_input_delay [expr $clk_period * $clk_io_pct] -clock clk0 $non_clock_inputs
set_output_delay [expr $clk_period * $clk_io_pct] -clock clk0 [all_outputs]

===== flow/design.v =====
module and_or_mux
#(
    parameter int INPUTS = 4,
    parameter int DW     = 16
)
(
    input  logic[INPUTS-1:0][DW-1:0]   data_in,
    input  logic[INPUTS-1:0]                   sel,
    output logic[DW-1:0]               data_out
);
logic tmp;
always_comb begin: mux
    for(int w=0; w < DW; w=w+1) begin
        tmp = 0;
        for(int i=0; i < INPUTS; i=i+1) begin
            tmp = tmp | ( sel[i] & data_in[i][w] );
        end
        data_out[w] = tmp;
    end
end
endmodule

===== flow/run.sh =====
#!/bin/bash
# OpenROAD 26Q1-2900-gdf79404cd8, Yosys 0.63+post, stock flow scripts
make -C /OpenROAD-flow-scripts/flow DESIGN_CONFIG=/design/flow/config.mk WORK_HOME=/design/flow/orfs finish

==> results.sh <==
# implementation run metrics
export IMPL_area_growth_pct=209
export IMPL_avgViaCountPerCell=4.20
export IMPL_end_kind="primary output"
export IMPL_p_leak_uw=0.000759
export IMPL_p_int_uw=305
export IMPL_drv_cap=0
export IMPL_netlist_area_um2=472
export IMPL_arrival_ps=940
export IMPL_die_y_um=80
export IMPL_seqPwrFrac_pct=0
export IMPL_ir_drop_mv=0.128
export IMPL_hpwl_um=2500
export IMPL_worstPathMaxFanout=1
export IMPL_crit_required_ps=960
export IMPL_drive_above_1_share_pct=38.4
export IMPL_sw_frac_of_total_pct=33.1
export IMPL_critPathKind="input port to primary output"
export IMPL_grt_overflow_total=0
export IMPL_yosys_area_um2=472
export IMPL_cp_start_kind="input port"
export IMPL_core_area_mm2=0.00342
export IMPL_clock_fmax_mhz=848
export IMPL_initial_core_util_pct=13.8
export IMPL_synth_seq_share_pct=0
export IMPL_synth_cell_types=6
export IMPL_ys_warn_count=1
export IMPL_rows=21
export IMPL_tool_warnings=33
export IMPL_drv_slew=0
export IMPL_drc=0
export IMPL_switchingPower_uw=151
export IMPL_p_per_area_mw_per_mm2=313
export IMPL_grt_max_degree=9
export IMPL_syn_area_per_cell_um2=8.28
export IMPL_fin_crit_sh_pct=98.3
export IMPL_grt_first_pass_wirelength_um=5130
export IMPL_numPortBuffers=84
export IMPL_grt_util_all_layers_pct=9.91
export IMPL_p_clk_share_pct=0
export IMPL_wl_per_cell_um=17.3
export IMPL_dieArea_mm2=0.00640
export IMPL_finalHoldViolCount=0
export IMPL_clockBufferCount=0
export IMPL_worstMarginPinSlew_ps=172
export IMPL_fin_area_mm2=0.00146
export IMPL_routed_wl_um=3320
export IMPL_holdCritPathClass="input port to primary output"
export IMPL_rsz0062_at_grt="false"
export IMPL_synthCells=57
export IMPL_min_period_ps=1180
export IMPL_antenna_cells=0
export IMPL_postPlaceCellArea_mm2=0.00135
export IMPL_ff_count=0
export IMPL_ioPinCount=84
export IMPL_drtIter0Drc=10
export IMPL_ant_nets=0
export IMPL_via_count=807
export IMPL_gp_congestion=0.810
export IMPL_die_width_um=80
export IMPL_dr_pass1_iters=2
export IMPL_grt_pass1_vias=921
export IMPL_yosysCellCount=57
export IMPL_p_comb_share_pct=100.0
export IMPL_status="finished, final reports clean"
export IMPL_fillers=363
export IMPL_finalSetupViolCount=0
export IMPL_seqCellArea_um2=0
export IMPL_hold_ws_ps=759
export IMPL_antenna_found_initial=0
export IMPL_maxSlewHeadroom_pct=88.5
==> synthesized netlist by cell type <==
library cell | number | area (um^2)
nand2_1 | 16 | 60.1
buf_4 | 1 | 7.51
a22oi_1 | 18 | 135
buf_6 | 7 | 78.8
buf_8 | 1 | 15.0
a22oi_2 | 14 | 175
==> metal layers <==
metal / share of wire (%) / wire length, um / track usage, %
met5: 0 / 0 / 0
met4: 0 / 0 / 0
met3: 8.8 / 291 / 2.73
met2: 51 / 1700 / 18.3
met1: 40 / 1330 / 11.7
==> power by group through the flow <==
stage	combinational (uW)	clock (uW)	sequential (uW)
4_1_cts	481	0	0
5_1_grt	494	0	0
6_report	456	0	0
==> stage by stage <==
step                      util [%]  power (uW)  std cells  setup WS (ps)  TNS [ps]
after CTS                     42.7         481        194           -150      -150
after global placement        39.5         481        182           -596     -9240
after global routing          42.6         494        192           6.92         0
final                         42.6         456        192           20.5         0
after floorplan                  -         141         57            280         0
after detailed placement      39.5         483        182           -593     -9260
==> cell families (layout without fill, tap and decap cells) <==
| kind of cell | after synthesis | count (layout) | synth area share, % |
|---|---|---|---|
| AND/OR/NAND/NOR | 16 | 16 | 12.7 |
| buffers and inverters | 9 | 98 | 21.5 |
| AND-OR/OR-AND | 32 | 32 | 65.8 |
==> critical path, cell delays in order <==
cell and delay, ps:
clkdlybuf4s50_1 410, a22oi_2 110, nand2_1 60, buf_2 110
==> final timing paths <==
check	start	to	slack, ps	cells after the start
setup / recovery	data_in[51]	data_out[3]	20	4
hold / removal	data_in[54]	data_out[6]	760	4
==> cell type report <==
cell class                 instances  area [um^2]  share of cell area, %
timing repair buffer              98          983                   67.5
tap                               46         57.6                   3.95
multi-input combinational         48          415                   28.5
==> layout by cell type, fill, tap and decap left out, drive strengths merged <==
cell type	synthesis	final
a22oi	32	32
buf	9	32
clkbuf	0	1
clkdlybuf4s15	0	1
clkdlybuf4s50	0	1
dlygate4sd2	0	51
dlymetal6s2s	0	12
nand2	16	16
==> what timing repair did <==
| item | 4_1_cts | 5_1_grt |
|---|---|---|
| pin swaps | 40 | 14 |
| hold buffers | 0 | 0 |
| resized | 133 | 21 |
| setup endpoints to repair | 16 | 12 |
| cloned | 4 | 0 |
| buffers inserted | 9 | 0 |
Power and IR drop assume default switching activity.
